$ cat flow/config.mk
export PLATFORM = sky130hd
export DESIGN_NAME = DIVIDER
export DESIGN_NICKNAME = DIVIDER
export VERILOG_FILES = /design/flow/design.v
export SDC_FILE = /design/flow/constraint.sdc
export NUM_CORES = 4
export LEC_CHECK = 1
export CORE_UTILIZATION = 30
$ cat flow/constraint.sdc
current_design DIVIDER

set clk_period 4.8
set clk_io_pct 0.2

create_clock -name clk0 -period $clk_period [get_ports {clk}]

set non_clock_inputs [all_inputs -no_clocks]
set_input_delay [expr $clk_period * $clk_io_pct] -clock clk0 $non_clock_inputs
set_output_delay [expr $clk_period * $clk_io_pct] -clock clk0 [all_outputs]
$ cat flow/design.v
module DIVIDER(
input 	      clk,
input 	      reset_n,
input 	      req,
input  [15:0] values,
output reg    ack,
output [15:0] result
);
reg [3:0] state;
reg [7:0] A;
reg [7:0] B;
reg [8:0] P;
reg [3:0] counter;
reg [7:0] remainder;
reg [7:0] quotient;
assign result [15:8] = remainder;
assign result [7:0] = quotient;
localparam [3:0]
    S0  = 4'd0,  
    S1  = 4'd1,  
    S2  = 4'd2,  
    S3  = 4'd3,  
    S4  = 4'd4,  
    S5  = 4'd5,  
    S6  = 4'd6,  
    S7  = 4'd7,  
    S8  = 4'd8,  
    S9  = 4'd9,  
    S10 = 4'd10;  
always @(posedge clk or negedge reset_n)
begin
	if (~reset_n) state <= S0;
	else if (state == S0 & req) state <= S1;
	else if (state == S1) state <= S2;
	else if (state == S2 & P[8]) state <= S3;
	else if (state == S3) state <= S4;
	else if (state == S2 & ~P[8]) state <= S5;
	else if (state == S5) state <= S6;
	else if (state == S4) state <= S7;
	else if (state == S6) state <= S7;
	else if (state == S7) state <= S8;
	else if (state == S8 & counter == 8) state <= S9;
	else if (state == S8) state <= S2;
	else if (state == S9) state <= S10;
end
always @(posedge clk or negedge reset_n)
begin
	if (~reset_n) A <= 'b0;
	else if (state == S1) A <= values [15:8];
	else if (state == S7) A [7:0] <= {A[6:0], ~P[8]};
end
always @(posedge clk or negedge reset_n)
begin
	if (~reset_n) B <= 'b0;
	else if (state == S1) B <= values [7:0];
end
always @(posedge clk or negedge reset_n) 
begin
	if (~reset_n) P <= 'b0;
	else if (state == S3 | state == S5) P <= {P[7:0], A[7]};
	else if (state == S4 | state == S9) P <= P + B;
	else if (state == S6) P <= P + (-B);
end
always @(posedge clk or negedge reset_n)
begin
	if (~reset_n) ack <= 'b0;
	else if (ack) ack <= 'b0;
	else if (state == S9) ack <= 'b1;
	else if (state == S10) ack <= 'b0;
end
always @(posedge clk or negedge reset_n)
begin
	if (~reset_n) remainder <= 'b0;
	else if (state == S9) remainder <= P [7:0];
end
always @(posedge clk or negedge reset_n)
begin
	if (~reset_n) quotient <= 'b0;
	else if (state == S9) quotient <= A;
end
always @(posedge clk or negedge reset_n)
begin
	if (~reset_n) counter <= 'b0;
	else if (state == S0) counter <= 'b0;
	else if (state == S7) counter <= counter + 1;
end
endmodule
$ cat flow/run.sh
#!/bin/bash
# OpenROAD 26Q1-2900-gdf79404cd8, Yosys 0.63+post, stock flow scripts
make -C /OpenROAD-flow-scripts/flow DESIGN_CONFIG=/design/flow/config.mk WORK_HOME=/design/flow/orfs finish
==> flow_summary.yaml <==
# synthesis and place-and-route metrics
global_route:
  grt_usage_pct: 12.01
  grt_pass1_vias: 1864
  gr-total-overflow: 0
  antenna_found_initial: 0
  grt_pass1_wl_um: 9273
  grt_max_degree: 57
synth:
  synth_top_flop_cell: "dfrtp_1"
  synth-edff-count: 0
  synth_area_sq_mm: 0.002758
  yosys-stat-area_sq_mm: 0.002758
  ys_warn_count: 1
  ys_types: 39
  netlist_instances: 257
  numSynthFlops: 56
  ys_seq_share_pct: 50.86
  top_area_cell: "dfrtp_1"
  synthArstFlopShare_pct: 100.0
  ys_cells: 257
  top_area_share_pct: 49.91
  synth_area_per_cell_sq_um: 10.73
  synthTopCellsByArea: "dfrtp_1 (50%), mux2_2 (8.2%), ha_1 (5.4%)"
clock_network:
  clock_latency_ns: 0.31
  htree_levels: 2
  cts_sinks: 56
  post_cts_resize_count: 0
  cts_tree: "built"
  cts_buffers: 5
  postCtsHoldBufs: 0
  cts_root_buf: "clkbuf_8"
  clk_pin_slew_ns: 0.11
  cts_buffer_depth: 2
  post_cts_buffers: 0
sta:
  worstMarginPinSlew_ns: 0.7989
  layout_setup_ws_ns: 2.422
  fin_tns_setup_ns: 0
  slew_violations: 0
  timing.final.crit_share_pct: 49.55
  rsz0062_at_grt: "false"
  relSlewSlack_pct: 46.54
  skew_ns: 0.008275
  min_period_ns: 2.378
  setup_violations: 0
  max_freq_mhz: 420.5
  hold_viol: 0
power_and_ir_drop:
  p_per_area_mw_per_mm2: 230.4
  power_uw: 760.6
  power.leakage_nw: 1.432
  peakVddDrop_mv: 0.1353
worst_setup_path:
  crit_chain: "nor4_1 -> a21oi_1 -> xor2_1 -> ha_1 -> a21o_1 -> a31o_2 -> a21oi_1 -> xnor2_1 -> o21ai_1"
  critPathMaxStageDelay_ns: 0.45
  path_buffers: 0
  critPathRequiredTime_ns: 5.00
  cpMaxStageDelayCell: "dfrtp_1"
  cp-end-kind: "register"
  path_max_fanout: 6
  crit_family: "AND-OR/OR-AND gates"
  start_kind: "register"
  crit_arrival_ns: 2.58
  cpMostUsedCell: "a21oi_1"
  critPathKind: "reg -> reg"
die:
  dieArea_sq_mm: 0.009580
  core_area_sq_mm: 0.008806
  initCoreUtil_pct: 31.32
  std_cell_rows: 34
  io_pins: 36
  die_w_um: 97.88
  die_h_um: 97.88
run:
  tool_warnings: 27
  cap_violations: 0
detailed_routing:
  ant_nets: 0
  viasPerCell: 4.778
  insertedDiodeCount: 0
  drc_errors: 0
  wl_per_cell_um: 13.15
  vias: 1916
  routed_wl_um: 5272
  drtIter0Drc: 89
  first_pass_iters: 4
placement:
  hpwl_um: 3652
  pre_cts_ws_ns: 2.443
  gp_congestion: 0.9165
  portBuffers: 35
final_layout:
  final_common_cell: "dfrtp_1"
  final_layout_size_suffix_gt1_share_pct: 12.63
  mostFrequentLayoutCells: "dfrtp_1 (55), clkdlybuf4s50_1 (34), nand2_1 (28)"
  area_growth_pct: 19.69
status:
  status: "complete, no violations"
hold_path:
  hold_path_class: "reg -> reg"
## sequential cells by signal, summed over array words and instances, names as in the netlist
name	count
A	8
B	8
P	9
ack	1
counter	4
quotient	8
remainder	8
state	10
## layout make-up
class / instances / area, sq um
fillers: 843 / 5505
flip-flops and latches: 56 / 1403
multi-input cells: 180 / 1259
repair buffers: 39 / 375.4
well taps: 108 / 135.1
clock buffers: 5 / 68.82
inverters: 10 / 37.54
clock inverters: 3 / 22.52
## metrics by stage
| stage | utilization (%) | std cells | cell area (sq um) | hold WS, ns |
|---|---|---|---|---|
| 4_1_cts | 37.48 | 401 | 3301 | 0.4441 |
| 3_3_place_gp | 36.45 | 393 | 3209 | 0.4198 |
| 2_1_floorplan | - | 257 | 2758 | 0.3777 |
| 5_1_grt | 37.48 | 401 | 3301 | 0.4529 |
| 6_report | 37.48 | 401 | 3301 | 0.4361 |
| 3_5_place_dp | 36.45 | 393 | 3209 | 0.4227 |
## cell families after synthesis
family / after synthesis / synth area share, %
xor+xnor: 15 / 4.764
compound gates: 48 / 10.34
simple gates: 74 / 12.57
flops: 56 / 50.86
fa+ha+maj: 13 / 6.170
buf+inv: 21 / 3.494
mux: 30 / 11.80
## Yosys cell counts (all sizes together), types with 2 or more instances
cell and instances:
buf 7, and3 5, mux2i 10, nand3 4, nor2 20, nor4 3
xnor2 7, clkbuf 4, and2 3, o21a 2, o21ai 20, ha 12
dfrtp 55, nand2 28, mux2 20, inv 10, xor2 8, o31ai 2
a21oi 11, a31oi 7, nor2b 2, nor3 2, a21o 3
## report_power, final
group,switching [mW],internal [mW]
clock,0.160,0.105
sequential,0,0.471
combinational,0.0109,0.0128
total,0.171,0.589
## metal layers
layer  share of wire [%]  wire [um]  global-route usage (%)
met5                   0          0                       0
met3                 4.4        233                   2.471
met2                  42       2222                   17.28
met4                0.91         48                   2.214
met1                  52       2767                   19.40
## final timing paths
kind,end,depth (start not counted),start,slack (ns)
max in group asynchronous,remainder[0],2,reset_n,3.56
max,P[8],9,B[2],2.42
min,ack,1,ack,0.44
min in group asynchronous,remainder[6],2,reset_n,0.77
max reg2reg,P[8],9,B[2],2.42
min reg2reg,ack,1,ack,0.44
